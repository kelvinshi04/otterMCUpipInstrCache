==> ./design.v <==
`timescale 1ns / 1ps
module cacheReg(
    input wire [31:0] data_in,
    input wire clk, 
	  input wire clr, 
	  input wire ld,
	  input [1:0] offset,
    output reg [127:0] data_out,
    output reg dataReady
    ); 
    always @(posedge clk)
    begin 
       dataReady = 1'b0;
       if (clr == 1'b1)        
          data_out <= 0;
       else if (ld == 1'b1) begin   
          case (offset)
            2'b00: begin
                data_out[127:96] <= data_in;
            end
            2'b01: begin
                data_out[95:64] <= data_in;
            end
            2'b10: begin
                data_out[63:32] <= data_in;
            end
            2'b11: begin
                data_out[31:0] <= data_in;
                dataReady = 1'b1;
            end
            default: begin
                dataReady = 1'b0;
            end
          endcase
       end
    end
endmodule
`default_nettype wire
==> ./run.sh <==
#!/bin/bash
# OpenROAD 26Q1-2900-gdf79404cd8, Yosys 0.63+post, stock flow scripts
make -C /OpenROAD-flow-scripts/flow DESIGN_CONFIG=/design/flow/config.mk WORK_HOME=/design/flow/orfs finish
==> ./config.mk <==
export PLATFORM = sky130hd
export DESIGN_NAME = cacheReg
export DESIGN_NICKNAME = cacheReg
export VERILOG_FILES = /design/flow/design.v
export SDC_FILE = /design/flow/constraint.sdc
export NUM_CORES = 4
export LEC_CHECK = 1
export CORE_UTILIZATION = 50
==> ./constraint.sdc <==
current_design cacheReg

set clk_period 2.8
set clk_io_pct 0.2

create_clock -name clk0 -period $clk_period [get_ports {clk}]

set non_clock_inputs [all_inputs -no_clocks]
set_input_delay [expr $clk_period * $clk_io_pct] -clock clk0 $non_clock_inputs
set_output_delay [expr $clk_period * $clk_io_pct] -clock clk0 [all_outputs]
==> results.sh <==
# implementation run metrics
export IMPL_totalNegativeSetupSlack_ns=0
export IMPL_fillers=694
export IMPL_rr_endpoint="data_out[109]"
export IMPL_vias=3623
export IMPL_startpoint="data_out[37]"
export IMPL_stdcell_count=760
export IMPL_syn_to_final_growth_pct=46.0
export IMPL_cts_setup_buffers=0
export IMPL_finalCritPeriodShare_pct=68.2
export IMPL_ctsResizeCount=0
export IMPL_worstSetupPathType="reg -> out"
export IMPL_min_path_cells=2
export IMPL_setup_violations=0
export IMPL_dpl_worst_slack_ns=0.525
export IMPL_cp_buffers_inverters=1
export IMPL_syn_area_um2=5070
export IMPL_p_leak_nw=3.17
export IMPL_synth_warnings=1
export IMPL_place_inst=729
export IMPL_crit_slowest_cell="clkdlybuf4s50_1"
export IMPL_hold_buffers=0
export IMPL_maxSlewViolCount=0
export IMPL_avgSynthCellArea_um2=11.1
export IMPL_p_per_area_nw_per_um2=603
export IMPL_ys_types=12
export IMPL_grt_usage_pct=22.1
export IMPL_ys_seq_share_pct=50.9
export IMPL_cts_tree="done"
export IMPL_htreeDepth=4
export IMPL_r2r_start="data_out[109]"
export IMPL_layout_cells_most_common="clkdlybuf4s50_1"
export IMPL_fp_util_pct=51.7
export IMPL_grt_overflow=0
export IMPL_drt_first_pass_iters=4
export IMPL_max_freq_mhz=524
export IMPL_portBuffers=165
export IMPL_clock_path_buffers=2
export IMPL_path_cells="clkdlybuf4s50_1"
export IMPL_yosysCellCount=457
export IMPL_topRoutingLayerUsed="met4"
export IMPL_wirelength_met1_mm=5.12
export IMPL_clkTransAtPathRegs_ns=0.05
export IMPL_fin_crit_ns=1.91
export IMPL_drive_gt1_share_pct=6.38
export IMPL_reg2reg_slack_ns=2.18
export IMPL_drtIter0Drc=74
export IMPL_tightest_slew_ns=0.605
export IMPL_hold_path_class="reg -> reg"
export IMPL_ys_ff=129
export IMPL_drc_errors=0
export IMPL_cp_depth=1
export IMPL_post_drt_wl_per_cell_um=14.5
export IMPL_warning_count=26
export IMPL_gp_congestion=0.754
export IMPL_peakVddDrop_mv=0.436
export IMPL_max_cap_viol_count=0
export IMPL_grt_max_degree=94
export IMPL_grt_pass1_vias=3548
export IMPL_max_stage_delay_ns=0.52
export IMPL_grt_pass1_wl_mm=17.5
export IMPL_worst_r2r_path_depth=2
export IMPL_status="complete, no violations"
export IMPL_hold_viol=0
export IMPL_fin_ws_ns=0.891
export IMPL_synth_cells=457
export IMPL_routed_via_density=4.77
export IMPL_ios=166
export IMPL_antenna_found_initial=0
export IMPL_cts_root_buf="clkbuf_8"
export IMPL_ys_chip_area_um2=5070
export IMPL_rsz0062_at_grt="false"
export IMPL_cp_required_ns=2.24
export IMPL_drt_wl_total_mm=11.0
export IMPL_critPathCaptureType="primary output"
export IMPL_met3_wirelength_um=887
export IMPL_chipHeight_um=103
export IMPL_worst_skew_pair_late_latency_ns=0.49
export IMPL_cts_buffers_inserted=17
export IMPL_num_rows=36
export IMPL_critPathMaxFanout=2
export IMPL_die_area_um2=10600
export IMPL_hpwl_mm=7.11
export IMPL_die_w_um=103
export IMPL_skew_ns=0
export IMPL_crit_path_start_kind="flip-flop"
export IMPL_arrival_ns=1.35
export IMPL_endpoint="data_out[37]"
export IMPL_critPathTopFamily="buffers and inverters"
export IMPL_total_power_mw=4.47
export IMPL_cts_sinks=129
export IMPL_ant_nets=0
export IMPL_core_area_um2=9820
export IMPL_n_antenna_cell=0
export IMPL_most_common_layout_cells="164 x clkdlybuf4s50_1, 160 x nand2b_1, 129 x dfxtp_1, 128 x mux2i_1, 16 x clkbuf_16"
export IMPL_wl_met2_mm=4.93
export IMPL_slew_headroom_pct=59.6
## cell type report
cell class,instances,area (um^2),area share (%)
clock inverter,12,161,2.18
sequential,129,2580,34.9
multi-input combinational,295,2330,31.5
clock buffer,19,432,5.83
timing repair buffer,172,1730,23.3
tap,133,166,2.25
## state kept, by name, indices dropped and copies added, names as in the netlist
register and count:
data_out 128, dataReady 1
## worst min path at each step
stage / from / end / slack [ns]
finish: data_out[48] / data_out[48] / 0.47
global route: data_out[32] / data_out[32] / 0.49
CTS: data_out[48] / data_out[48] / 0.48
## per-stage QoR
step / area [um^2] / util (%) / hold slack (ns)
6_report: 7400 / 75.4 / 0.471
3_3_place_gp: 6810 / 69.4 / 0.458
2_1_floorplan: 5070 / - / 0.434
3_5_place_dp: 6810 / 69.4 / 0.465
5_1_grt: 7400 / 75.4 / 0.487
4_1_cts: 7400 / 75.4 / 0.475
## synthesized netlist by cell type, drive strengths merged
master | instances | area (um^2)
mux2i | 128 | 1280
nor2 | 1 | 3.75
and3 | 1 | 6.26
clkbuf | 19 | 71.3
nand2b | 160 | 1000
nand3 | 1 | 5.00
or3b | 1 | 8.76
dfxtp | 129 | 2580
and3b | 1 | 8.76
buf | 14 | 88.8
nand3b | 2 | 15.0
## tightest hold or removal path, cell delays in order (launching register included)
cell	delay (ns)
dfxtp_1	0.31
nand2b_1	0.06
mux2i_1	0.05
## report_power, final
group / internal [mW] / switching (mW)
Sequential: 1.90 / 0.0337
Clock: 1.38 / 0.776
Combinational: 0.247 / 0.133
## kinds of logic (layout without fill, tap and decap cells)
kind of cell           Yosys count  after routing  synth area share, %
AND/OR/NAND/NOR                167            167                 20.7
flip-flops                     129            129                 50.9
multiplexers                   128            128                 25.3
buffers and inverters           33            203                 3.16
## metal layers
| metal | GRT usage (%) | up-vias |
|---|---|---|
| li1 | - | 1824 |
| met1 | 31.8 | 1690 |
| met2 | 34.7 | 101 |
| met3 | 7.51 | 8 |
| met4 | 2.31 | 0 |
| met5 | 0 | - |
